$ cat design.v
`timescale 1ns / 1ps
module Control_Unit(
	output reg RegRead,
				  RegWrite,
				  MemRead,
				  MemWrite,
				  RegDst,
				  Branch,
	input [5:0] opcode, funct
    );
	always @(opcode, funct) begin
		MemRead  = 1'b0;
		MemWrite = 1'b0;
		RegWrite = 1'b0;
		RegRead  = 1'b0;
		RegDst   = 1'b0;
		Branch   = 1'b0;
		if(opcode == 6'b0) begin
			RegDst = 1'b1;
			RegRead = 1'b1;
			if(funct != 6'b1000) begin
				RegWrite = 1'b1;
			end
		end
		if(opcode != 6'b010101) begin
			RegRead = 1'b1;
		end
		if(opcode != 6'b0 & opcode != 6'b100 & opcode != 6'b101 & opcode != 6'b101000 & opcode != 6'b101001 & opcode != 6'b101011) begin
			RegWrite = 1'b1;
			RegDst   = 1'b0;
		end
		if(opcode == 6'b100 | opcode == 6'b101) begin
			Branch   = 1'b1;
		end
		if(opcode != 6'b0 & (opcode == 6'b101000 | opcode == 6'b101001 | opcode == 6'b101011)) begin
			MemWrite = 1'b1;
			RegRead  = 1'b1;
		end
		if(opcode != 6'b0 & (opcode == 6'b100011))begin
			MemRead = 1'b1;
		end
	end
endmodule
$ cat run.sh
#!/bin/bash
# OpenROAD 26Q1-2900-gdf79404cd8, Yosys 0.63+post, stock flow scripts
make -C /OpenROAD-flow-scripts/flow DESIGN_CONFIG=/design/flow/config.mk WORK_HOME=/design/flow/orfs finish
$ cat config.mk
export PLATFORM = sky130hd
export DESIGN_NAME = Control_Unit
export DESIGN_NICKNAME = Control_Unit
export VERILOG_FILES = /design/flow/design.v
export SDC_FILE = /design/flow/constraint.sdc
export NUM_CORES = 4
export LEC_CHECK = 1
export CORE_AREA = 10 10 70 70
export DIE_AREA = 0 0 80 80
$ cat constraint.sdc
current_design Control_Unit

set clk_period 1.6
set clk_io_pct 0.2

create_clock -name clk0 -period $clk_period

set non_clock_inputs [all_inputs -no_clocks]
set_input_delay [expr $clk_period * $clk_io_pct] -clock clk0 $non_clock_inputs
set_output_delay [expr $clk_period * $clk_io_pct] -clock clk0 [all_outputs]
==> flow_summary_export.csv <==
group,metric,value,unit
final_layout,syn_to_final_growth,387,%
die,fp_util,2.78,%
final_layout,fin_util,13.6,%
grt,grt_max_degree,4,
route,dr.pass1.iters,2,
hold_path,worstHoldStart,"opcode[4]",
final_timing,finalHoldViolations,0,
hold_path,min_path_type,"in -> out",
worst_setup_path,path_class,"in -> out",
pwr,power_density,159,nW/um^2
route,viasPerCell,2.64,
die,die_y,80,um
final_timing,worstMarginPinSlew,357,ps
final_timing,setup_viol,3,
place,dp.final_hpwl,550,um
route,insertedDiodeCount,0,
route,wl,761,um
final_timing,period_needed,1790,ps
final_timing,whs,988,ps
hold_path,whs_endpoint,"RegRead",
route,vias,238,
place,placed_area,378,sq um
final_timing,timing.slew.headroom,75.8,%
final_timing,timing.final.ws_setup,-190,ps
synthesis,synth_area,95.1,sq um
final_layout,num-fill-cells,385,
final_layout,final_cells,90,
pwr,ir_drop,24.2,uV
hold_path,hold_depth,3,
run_status,violations,"setup timing",
grt,grt.overflow.total,0,
final_layout,logic_area,141,sq um
final_timing,final_max_slew_viol_count,0,
die,die_w,80,um
place,io_buffers,18,
synthesis,ys_area,95.1,sq um
final_layout,layout-drive-gt1-share,61.4,%
final_layout,clock_buffers,0,
die,rows,21,
worst_setup_path,end_kind,"output pin",
worst_setup_path,start_kind,"primary input",
final_layout,final-seq-area,0,sq um
run,cap_violations,0,
grt,grt_pass1_wl,1150,um
synthesis,ys_cells,14,
synthesis,synth_seq_share,0,%
synthesis,synth_cells,14,
final_layout,final_cell_area,463,sq um
grt,antenna_found_initial,0,
worst_setup_path,crit_fanout,2,
grt,track_usage,2.08,%
die,dieArea,6400,sq um
synthesis,ys_types,12,
grt,grt_pass1_vias,219,
final_layout,flops,0,
run,tool_warnings,34,
route,drc,0,
die,core-area,3420,sq um
die,ios,18,
route,drtAntennaViolNets,0,
place,place_congestion,0.782,
worst_setup_path,cp.arrival,1470,ps
pwr,leakage,0.194,nW
run_status,outcome,"finished with violations",
final_timing,rsz0062_at_grt,"yes",
final_timing,period_used_share,112,%
synthesis,yosys_warnings,1,
route,wl_per_cell,8.46,um
route,first_iter_violations,5,
final_timing,max_freq,559,MHz
synthesis,avgSynthCellArea,6.79,sq um
place,numPlacedInstances,84,
worst_setup_path,cp.required,1280,ps
[cells in the final DEF (no fill, tap or decap), drive strengths merged]
cell type	synthesis	final
a211oi	1	1
and3	2	2
buf	0	19
clkdlybuf4s15	0	1
clkdlybuf4s50	0	6
dlygate4sd2	0	4
inv	1	1
nand2b	1	1
nand4	1	1
nor2	2	2
nor2b	1	1
nor3	1	1
nor3b	1	1
nor4	1	1
nor4b	1	1
or4	1	1
[metrics by stage]
stage                     TNS, ps  setup WS, ps  total power [mW]
after floorplan                 0           224           0.00763
after global placement      -3410          -695            0.0584
after detailed placement    -3410          -709            0.0588
after CTS                    -542          -206            0.0676
after global routing         -595          -233            0.0797
final                        -455          -190            0.0735
[critical path, stage by stage]
cell      delay [ps]
buf_6             90
or4_4            550
buf_6            140
buf_6            110
nor2_4            80
a211oi_2          40
buf_2            130
[power by group]
part	internal (mW)	switching, mW
clock	0	0
combinational	0.0500	0.0236
sequential	0	0
[kinds of logic (layout without fill, tap and decap cells)]
| family | count (synthesis) | after routing | share of synthesized area, % |
|---|---|---|---|
| buffers and inverters | 1 | 31 | 3.94 |
| and+or+nand+nor | 12 | 12 | 88.2 |
| AOI/OAI and AO/OA | 1 | 1 | 7.90 |
[worst max-delay path by stage]
stage / startpoint / to / slack [ps] / cells after the start
4_1_cts: opcode[3] / RegWrite / -210 / 7
5_1_grt: opcode[1] / RegWrite / -230 / 7
6_report: opcode[1] / RegWrite / -190 / 7
[cell usage after synthesis (all sizes together)]
cell | instances | area [sq um]
nor2b | 1 | 6.26
nand2b | 1 | 6.26
or4 | 1 | 11.3
inv | 1 | 3.75
nor3b | 1 | 7.51
nor3 | 1 | 5.00
nor4b | 1 | 8.76
nor2 | 2 | 7.51
nand4 | 1 | 6.26
a211oi | 1 | 7.51
nor4 | 1 | 12.5
and3 | 2 | 12.5
[what timing repair did]
| action | 4_1_cts | 5_1_grt |
|---|---|---|
| endpoints found under the hold margin | 0 | 0 |
| pin swaps | 8 | 4 |
| hold buffers | 0 | 0 |
| gates resized | 42 | 4 |
| endpoints found under the setup margin | 6 | 4 |
| buffers inserted | 5 | 1 |
[per-layer routing]
layer  part of all wire (%)  up-vias  GRT usage [%]
met4                      0        0              0
met1                     36      104           2.64
li1                       -      117              -
met5                      0        -              0
met3                     26        0           1.59
met2                     39       17           2.89
[area by class of cell]
type	instances	share of cell area (%)
Inverter	1	0.811
Tap cell	46	12.4
Multi-Input combinational cell	13	30.5
Timing Repair Buffer	30	56.2
No activity file was given, so power comes from the tool's default toggle rates.
