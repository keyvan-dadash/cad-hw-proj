===== design/flow/config.mk =====
export PLATFORM = sky130hd
export DESIGN_NAME = Multi8
export DESIGN_NICKNAME = Multi8
export VERILOG_FILES = /design/flow/design.v
export SDC_FILE = /design/flow/constraint.sdc
export NUM_CORES = 4
export LEC_CHECK = 1
export CORE_UTILIZATION = 40

===== design/flow/constraint.sdc =====
current_design Multi8

set clk_period 15.0
set clk_io_pct 0.2

create_clock -name clk0 -period $clk_period

set non_clock_inputs [all_inputs -no_clocks]
set_input_delay [expr $clk_period * $clk_io_pct] -clock clk0 $non_clock_inputs
set_output_delay [expr $clk_period * $clk_io_pct] -clock clk0 [all_outputs]

===== design/flow/design.v =====
`timescale 1ns / 1ps
module Multi8 (out, X, Y);
input   [7:0] X;
input   [7:0] Y;
output 	[15:0] out;
wire [7:0]res[3:0];
Multi4 low(
    .out(res[0]),
    .X(X[3:0]),
    .Y(Y[3:0])
);
Multi4 first_mid(
    .out(res[1]),
    .X(X[7:4]),
    .Y(Y[3:0])
);
Multi4 second_mid(
    .out(res[2]),
    .X(X[3:0]),
    .Y(Y[7:4])
);
Multi4 high(
    .out(res[3]),
    .X(X[7:4]),
    .Y(Y[7:4])
);
assign out = {8'd0,res[0]} + {4'd0,res[1],4'd0} + {4'd0,res[2],4'd0} + {res[3],8'd0};
endmodule
module Multi4(out, X, Y);
input   [3:0] X;
input   [3:0] Y;
output 	[7:0] out;
wire [3:0] S1, S2, S3;
wire [3:0] C1, C2, C3;
Adder x0y1 ((X[0]&Y[1]),(X[1]&Y[0]),1'b0 ,S1[0],C1[0]);
Adder x1y1 ((X[1]&Y[1]),(X[2]&Y[0]),C1[0],S1[1],C1[1]);
Adder x2y1 ((X[2]&Y[1]),(X[3]&Y[0]),C1[1],S1[2],C1[2]);
Adder x3y1 ((X[3]&Y[1]),1'b0,C1[2],S1[3],C1[3]);
Adder x0y2 ((X[0]&Y[2]),S1[1],1'b0,S2[0],C2[0]);
Adder x1y2 ((X[1]&Y[2]),S1[2],C2[0],S2[1],C2[1]);
Adder x2y2 ((X[2]&Y[2]),S1[3],C2[1],S2[2],C2[2]);
Adder x3y2 ((X[3]&Y[2]),C1[3],C2[2],S2[3],C2[3]);
Adder x0y3 ((X[0]&Y[3]),S2[1],1'b0,S3[0],C3[0]);
Adder x1y3 ((X[1]&Y[3]),S2[2],C3[0],S3[1],C3[1]);
Adder x2y3 ((X[2]&Y[3]),S2[3],C3[1],S3[2],C3[2]);
Adder x3y3 ((X[3]&Y[3]),C2[3],C3[2],S3[3],C3[3]);
assign out[0] = X[0]&Y[0];
assign out[1] = S1[0];
assign out[2] = S2[0];
assign out[3] = S3[0];
assign out[4] = S3[1];
assign out[5] = S3[2];
assign out[6] = S3[3];
assign out[7] = C3[3];
endmodule
module Adder(
    input       A,
    input       B,
    input       cin,
    output      sum,
    output      cout      
);
wire [1:0] res;
assign res   = (A + B + cin);
assign sum      = res[0];
assign cout    = res[1];
endmodule

===== design/flow/run.sh =====
#!/bin/bash
# OpenROAD 26Q1-2900-gdf79404cd8, Yosys 0.63+post, stock flow scripts
make -C /OpenROAD-flow-scripts/flow DESIGN_CONFIG=/design/flow/config.mk WORK_HOME=/design/flow/orfs finish

==> deck_impl_summary.md <==
Key Metrics from the Run

Critical path
  – Worst Path Max Fanout: 8
  – CP arrival: 9.41 ns
  – Worst setup startpoint: X[0]
  – Worst setup SP type: input port
  – Crit. End Element: output port
  – Required @ worst endpoint: 12.00 ns
  – Critical path class: in2out

Place
  – Port Buf Inserts: 32
  – DP HPWL: 3070 µm
  – Post-DP Area: 0.00235 mm²
  – GP Congestion: 0.844
  – Dpl ws: 2.58 ns

Min path
  – Hold Path Class: in2out
  – Hold path cells: 3
  – Hold_sp: Y[0]

Yosys
  – Top post-synthesis cells by count: inv_1 (61), and2_1 (42), fa_1 (41)
  – Cell type with the largest total area: fa_1
  – Synth Instances: 231
  – Synth cell types: 23
  – Biggest area cells: fa_1 (42%), ha_1 (15%), and2_1 (13%)
  – Synthesis area per yosys: 0.00197 mm²
  – Yosys cell count: 231
  – YS warnings: 1
  – Netlist Area Pre-Place: 0.00197 mm²
  – Count leader, synth: inv_1
  – Seq share, synth: 0%
  – Mean Syn Cell Area: 8.51 µm²
  – Area leader share: 41.7%

Timing
  – Final setup fails: 0
  – Setup Total Neg Slack: 0 ns
  – Slew @ Worst Pin: 0.338 ns
  – Final WS setup: 2.59 ns
  – RSZ-0062 raised after global routing: false
  – Slew HR: 77.3%
  – Fin. Hold Viols: 0
  – Pins Over Slew Limit: 0
  – WHS: 7.10 ns
  – Peak Freq: 80.6 MHz
  – Minimum clock period: 12.41 ns
  – Post-layout period usage: 82.7%

Drt
  – Wirelength, routed: 3430 µm
  – Pre-Repair DR Iteration Count: 4
  – Via Count: 1478
  – Vias per cell: 4.52
  – Wire per inst: 10.5 µm
  – Initial DRC count: 35
  – Final ANT Viol Nets: 0
  – Antenna Cells: 0
  – Residual DRC: 0

Pwr
  – Worst VDD drop: 0.0668 mV
  – Leakage: 1.17 nW
  – Power Dens Cells: 107 mW/mm²

Final layout
  – Registers: 0
  – Finished Core Util: 49.7%
  – Area growth syn-to-layout: 19.4%
  – Layout clock buffer count: 0
  – Design area: 0.00235 mm²
  – Layout cells sized above 1: 1.15%
  – FF+latch area: 0 µm²
  – Fill cells: 471

Clock network
  – Hold buffers post-CTS: 0
  – CTS resizes: 0
  – Post CTS Setup Buffer Count: 0

Floorplan
  – Die H: 72.1 µm
  – I/O pin total: 32
  – Core ar.: 0.00472 mm²
  – Die Size: 0.00520 mm²
  – Die Span X: 72.1 µm
  – # rows: 25
  – Floorplan core density: 41.6%

Status
  – Status: complete, no violations

Global routing
  – Global route overflow: 0
  – First-pass GRT wire length: 6790 µm
  – Tot GR Track Use: 17.0%
  – Largest net degree at the start of global routing: 9
  – Initial antenna violation count: 0
  – Vias in the first global route: 1603

Flow run
  – Max_cap viols: 0
  – Tool warning count: 32
## stage by stage
step	instances	total power [mW]
6_report	327	0.250
5_1_grt	327	0.293
4_1_cts	327	0.256
3_5_place_dp	327	0.254
3_3_place_gp	327	0.255
2_1_floorplan	231	0.147
## final cells by class
type / count / area (µm²) / share of cell area (%)
Multi-Input combinational cell: 167 / 1720 / 73.0
Timing Repair Buffer: 32 / 320 / 13.6
Inverter: 61 / 229 / 9.75
Tap cell: 67 / 83.8 / 3.57
## power breakdown
part           total [mW]  internal (mW)  switching, mW
logic               0.250          0.146          0.105
clock network           0              0              0
registers               0              0              0
## placed cells by master (no fill, tap or decap), types with 2 or more instances in the layout
cell	synthesis	final
a21o_1	2	2
a21oi_1	5	5
and2_1	42	42
clkdlybuf4s50_1	0	32
fa_1	41	41
ha_1	24	24
inv_1	61	61
nand2_1	27	27
nor2_1	2	2
o21ai_0	3	3
o21bai_1	2	2
xnor2_1	7	7
xor2_1	2	2
## final timing paths
kind | end | slack [ns]
max | out[15] | 2.59
min | out[0] | 7.10
## critical path, stage by stage
cell and delay, ns:
clkdlybuf4s50_1 0.61, and2_1 0.17, ha_1 0.14, inv_1 0.05, fa_1 0.37, inv_1 0.08, fa_1 0.43, fa_1 0.37
inv_1 0.08, fa_1 0.43, fa_1 0.40, fa_1 0.42, fa_1 0.50, fa_1 0.55, inv_1 0.07, fa_1 0.47
a211oi_1 0.34, o211ai_1 0.19, nand4_1 0.14, xnor2_1 0.12, clkdlybuf4s50_1 0.47
## routing by layer
metal / global-route usage [%] / up-vias / wire [µm]
li1: - / 738 / -
met1: 27.5 / 716 / 1710
met2: 27.7 / 24 / 1610
met3: 2.11 / 0 / 114
met4: 0 / 0 / 0
met5: 0 / - / 0
## kinds of logic after synthesis
kind of cell / after synthesis / synth area share (%)
AND/OR/NAND/NOR: 74 / 19.8
buffers and inverters: 64 / 12.8
XOR/XNOR: 9 / 4.01
adder cells (fa/ha/maj): 65 / 57.0
AND-OR/OR-AND: 19 / 6.42
Power and IR drop assume default switching activity.
