## flow/config.mk

```make
export PLATFORM = sky130hd
export DESIGN_NAME = Register
export DESIGN_NICKNAME = Register
export VERILOG_FILES = /design/flow/design.v
export SDC_FILE = /design/flow/constraint.sdc
export NUM_CORES = 4
export LEC_CHECK = 1
export CORE_UTILIZATION = 30
```

## flow/constraint.sdc

```tcl
current_design Register

set clk_period 8.5
set clk_io_pct 0.2

create_clock -name clk0 -period $clk_period [get_ports {clock}]

set non_clock_inputs [all_inputs -no_clocks]
set_input_delay [expr $clk_period * $clk_io_pct] -clock clk0 $non_clock_inputs
set_output_delay [expr $clk_period * $clk_io_pct] -clock clk0 [all_outputs]
```

## flow/design.v

```verilog
module Register(
	 clock, 
	 WriteRegister, 
	 ReadRegister1, 
	 ReadRegister2, 
	 WriteReg, 
	 WriteData, 
	 ReadData1, 
	 ReadData2);
	input clock;
	input WriteRegister;
	input [31:0] WriteData;
	input [4:0] WriteReg;
	output [31:0] ReadData1, ReadData2;
	input [4:0] ReadRegister1, ReadRegister2;
	reg [31:0] regis [0:31];
	always @(posedge clock) begin
		if (WriteRegister == 1)
			regis[WriteReg] = WriteData;
	end
	assign ReadData1 = regis[ReadRegister1];
	assign ReadData2 = regis[ReadRegister2];	
endmodule
```

## flow/run.sh

```bash
#!/bin/bash
# OpenROAD 26Q1-2900-gdf79404cd8, Yosys 0.63+post, stock flow scripts
make -C /OpenROAD-flow-scripts/flow DESIGN_CONFIG=/design/flow/config.mk WORK_HOME=/design/flow/orfs finish
```

==> results_slide.txt <==
Synthesis and Place & Route Summary

GRT
  – All-Layer GR Usage: 19.5%
  – Largest net degree at the start of global routing: 95
  – First-pass GRT wire length: 219 mm
  – Vias in the first global route: 31800
  – Initial antenna violation count: 9
  – Total gr overflow: 0

Floorplan
  – Die Height: 405 um
  – Core area: 161000 um2
  – Top-level I/O count: 113
  – Rows: 147
  – Die area: 164000 um2
  – Fp_density: 30.3%
  – Die width: 405 um

STA
  – Slew HR: 31.2%
  – Hold Violations, Final: 0
  – FMAX: 155 MHz
  – TNS Setup: 0 ns
  – Final min period: 6.44 ns
  – Pins Over Slew Limit: 0
  – Period utilization: 75.7%
  – Fin worst setup slack: 2.06 ns
  – Final setup vio count: 0
  – Hold_ws: 1.83 ns
  – Unrepaired setup endpoints after global routing: no
  – Worst slew pin tran: 1.03 ns

Clock tree
  – Reg clk slew, reported paths: 0.06 ns
  – Setup repair bufs after CTS: 0
  – CTS tree: done
  – CTS root buffer: clkbuf_16
  – CTS Buffer Depth: 3
  – CTS resizes: 0
  – CTS Sinks: 1024
  – Post-cts hold buffer count: 0
  – H-Tree Level Count: 3
  – Total CTS buffers: 100

Layout
  – Layout cell share with drive strength beyond 1: 8.79%
  – Design area: 55600 um2
  – Filler Cell Count: 15200
  – Number of flip-flops under the largest register name: 1024
  – Register area: 30700 um2
  – Finished Layout Cells: 5711
  – Logic cell area: 16800 um2
  – Area grow syn2layout: 13.9%
  – Post-layout util: 34.5%

Logic synthesis
  – Ys Warns: 1
  – Top_reg_cell synth: edfxtp_1
  – Synth Instances: 3386
  – Yosys stat area: 48800 um2
  – Avg Inst Size Synth: 14.4 um2
  – Post-synthesis cell area: 48800 um2
  – Cell Type Count: 23
  – Area leader share: 63.0%
  – Yosys cell count: 3386
  – Adder share: 0%
  – Synth mux share: 21.0%
  – Post-Synth Simple-Gate Area: 4.71%
  – Top cells, area: edfxtp_1, mux2i_1, a22oi_1, a22o_1, nand3_1
  – Async S/R FF share, synth: 0%
  – Post-synth regs: 1024
  – Dominant comb cell: multiplexers
  – Sequential area share after synthesis: 63.0%
  – Area fraction in xor and xnor cells: 0%
  – Number of enable flip-flop cells: 1024
  – Synth top cells by count: edfxtp_1, mux2i_1, nand2_1, nand3_1
  – Yosys top cell by area: edfxtp_1
  – Synth Area in Compound Gates: 8.04%

Run status
  – Status: complete, no violations

Routing
  – Antenna viol nets, final: 0
  – WL final: 153 mm
  – TritonRoute pass-1 iters: 7
  – Vias: 30900
  – Starting DRT DRC Count: 1833
  – DRC Markers: 0
  – Drt wl/cell: 26.8 um
  – Avg Vias per Cell: 5.41

Run
  – Tool warnings: 26
  – Max cap viols: 0

Placed design
  – Port bufs: 112
  – Placed Cells: 5525
  – GP Congestion: 0.879
  – DP HPWL: 85.3 mm
  – Pre-CTS setup slack: 2.03 ns
  – Post-DP Area: 52500 um2

Setup path
  – Crit-path max FO: 28
  – Setup Crit Path Kind: in2out
  – Required time of the critical path: 6.80 ns
  – Crit start category: input pin
  – Critical Path Sink Type: output port
  – Crit path DAT: 4.74 ns

Power and ir drop
  – Worst VDD drop: 0.160 mV
  – Pwr Total: 10.9 mW
  – P_leak: 20.0 nW
  – Power Density: 197 nW/um2

Min path
  – Min-delay worst type: in2reg
## report_power, final
group / switching (mW) / internal [mW]
clock network: 1.90 / 2.36
registers: 0.0237 / 5.62
logic: 0.648 / 0.391
total: 2.58 / 8.37
## worst paths after layout
path        startpoint                     end  slack, ns  cells past startpoint
max   ReadRegister2[2]            ReadData2[2]       2.06                      8
min       WriteData[5]  regis[30][5]$_DFFE_PP_       1.83                      2
## layout make-up
cell class	instances	share of cell area, %
Clock inverter	63	0.878
Clock buffer	122	4.69
Sequential cell	1024	55.3
Multi-Input combinational cell	2109	30.2
Timing Repair Buffer	232	4.06
Tap cell	2160	4.86
Antenna cell	1	0.00450
## cells in the final DEF (no fill, tap or decap), types with 5 or more instances in the layout
cell,n
a21oi_1,192
a22o_1,128
a22oi_1,192
a31oi_1,64
buf_12,18
buf_4,102
bufinv_16,6
clkbuf_1,21
clkbuf_16,101
clkdlybuf4s50_1,110
clkinv_1,25
clkinv_2,24
edfxtp_1,1024
mux2i_1,1024
nand2_1,193
nand3_1,194
nand3b_1,5
nor2_4,34
nor3_1,64
## worst max-delay path, cell delays in order
cell             delay [ns]
clkdlybuf4s50_1        0.61
nor2b_4                0.71
buf_4                  0.51
a22o_1                 0.22
nor3_1                 0.05
a31oi_1                0.20
nand3_1                0.23
clkdlybuf4s50_1        0.48
## logic make-up (layout without fill, tap and decap cells)
logic type | Yosys count | after routing
AND/OR/NAND/NOR | 509 | 509
AND-OR/OR-AND | 576 | 576
flip-flops | 1024 | 1024
multiplexers | 1024 | 1024
other | 0 | 1
buffers and inverters | 253 | 417
## metal layers
layer | track usage [%] | vias up | share of wire (%)
met5 | 0.149 | - | 0.065
met4 | 6.31 | 18 | 4.1
met3 | 12.0 | 304 | 14
met2 | 30.1 | 1746 | 47
met1 | 22.7 | 15300 | 35
li1 | - | 13600 | -
Power is estimated from default activity; no workload was simulated.
